===== flow/run.sh =====
#!/bin/bash
# OpenROAD 26Q1-2900-gdf79404cd8, Yosys 0.63+post, stock flow scripts
make -C /OpenROAD-flow-scripts/flow DESIGN_CONFIG=/design/flow/config.mk WORK_HOME=/design/flow/orfs finish

===== flow/config.mk =====
export PLATFORM = sky130hd
export DESIGN_NAME = hazard_det_unit
export DESIGN_NICKNAME = hazard_det_unit
export VERILOG_FILES = /design/flow/design.v
export SDC_FILE = /design/flow/constraint.sdc
export NUM_CORES = 4
export LEC_CHECK = 1
export CORE_AREA = 10 10 70 70
export DIE_AREA = 0 0 80 80

===== flow/constraint.sdc =====
current_design hazard_det_unit

set clk_period 2.7
set clk_io_pct 0.2

create_clock -name clk0 -period $clk_period

set non_clock_inputs [all_inputs -no_clocks]
set_input_delay [expr $clk_period * $clk_io_pct] -clock clk0 $non_clock_inputs
set_output_delay [expr $clk_period * $clk_io_pct] -clock clk0 [all_outputs]

===== flow/design.v =====
module hazard_det_unit (
    input wire idex_memRead,
    input wire [4:0] rs1_d1,
    input wire [4:0] rs2_d1,
    input wire [4:0] rd_d2,
    output wire ifid_write,
    output wire PC_write,
    output wire ctrl_hazard
);
    assign ifid_write = ((idex_memRead) & ((rs1_d1 == rd_d2) || (rs2_d1 == rd_d2))) ? 1'b0 : 1'b1;
    assign ctrl_hazard= ((idex_memRead) & ((rs1_d1 == rd_d2) || (rs2_d1 == rd_d2))) ? 1'b1 : 1'b0;
    assign PC_write = ((idex_memRead) & ((rs1_d1 == rd_d2) || (rs2_d1 == rd_d2))) ? 1'b0 : 1'b1;
endmodule

==> run notes <==
The following summarizes the physical implementation.

Yosys
The portion of the post-synthesis area used by sequential elements is 0%. The count of cell types in the netlist is 6. Of the post-synthesis cell area, the dominant cell type holds 67.3%. The average instance area after synthesis is 7.65 um2. For this design, Yosys synthesis ends with a cell count of 17. After technology mapping, the gate count stands at 17. The area of the synthesized netlist per yosys stat is 130 um2. The tally of yosys warning messages is 0. The library cell occupying the most area in the post-synthesis netlist is xnor2_1. The cell with the most instances after synthesis is xnor2_1.

Summing every instance area after synthesis gives 130 um2. After synthesis, the cell types taking the most area are xnor2_1, nand4_1, o22a_1. After synthesis, the most frequently instantiated cells are xnor2_1, nand2_1, nand4_1.

Route
The detailed-route DRC error count is 0. The number of antenna-violating nets in the routed design is 0. The post-detailed-routing wire length is 692 um. Dividing the detail-routed via count by the number of cells gives 2.16. The DRC violation total after the first TritonRoute iteration is 1. The total iterations of the first detailed-routing run is 2. The detailed router placed 175 vias in this run. The detail-routed net length per standard cell is 8.54 um.

The number of diodes added for antenna fixing is 0.

Outcome
The flow ran to the end, and the final reports show no timing, DRC or antenna violations.

Global route
For this run the aggregate overflow at the end of global routing stands at 0. The via count of the first global-routing pass was 178. The number of antenna violations at the first check in global routing was 0. The maximum number of pins on one net before global-route repair is 3. The global-route wire length before repair is 952 um. The total routing resource utilization after global routing is 1.94%.

Cells and area
Between the synthesized netlist and the finished layout, the area growth was recorded as 185%. The number of standard cells in the final layout excluding fillers is 81. The share of layout cells above drive strength 1 is 0%. The layout has 0 clock buffers. The register area is 0 um2. After routing the design area is 370 um2.

There are 0 flip-flops and latches.

Timing
The worst slew slack as a fraction of its limit is 89.6%. Adding up every negative setup slack in the final design gives 0 ns. The minimum hold slack is 2.07 ns. Endpoints failing hold in the final report were tallied at 0. The share of the cycle needed by the critical path after routing is 94.2%. The setup-violating endpoint count in the final report is 0.

Per the final report, max-transition violations number 0. Setup repair after global routing left no endpoint under its margin. The actual transition at the worst max-transition pin is 0.154 ns. The clock period could shrink to 2.54 ns. The maximum clock frequency is 0.393 GHz.

CTS
The post-CTS setup buffer count is 0. Hold repair after CTS inserted 0 buffers. The report lists the number of cells resized after CTS as 0.

Placement
The post-detailed-placement cell area is 370 um2. Port buffering added 19 buffers. The congestion estimate from routability-driven global placement came to 0.840.

The number of cells after detailed placement is 81.

Floorplanning
The floorplan report gives the top-level pin count as 19. The vertical die dimension is 80 um. The number of standard-cell rows in the floorplan is 21. The die is 80 um wide.

The effective utilization at floorplan is 3.81%. The chip occupies 0.00640 mm2. The placeable core area is 0.00342 mm2.

Worst setup path
In this run the worst setup path begins at rd_d2[1]. The OpenROAD report gives the critical path a data arrival time of 2.00 ns. The slowest stage of the critical path belongs to the cell clkdlybuf4s50_1. Among the stages of the critical path, the cell type that occurs most often is clkdlybuf4s50_1.

The worst setup path is launched from an input pin. Along the worst path, the maximum fanout reaches 2. The required time of the critical path is 2.16 ns. The capturing element of the worst setup path is ctrl_hazard. STA classifies the critical path endpoint as an output port. The critical path is of the input pin to output port type.

The critical path's largest stage delay is 0.50 ns. The critical path goes through clkdlybuf4s50_1, xnor2_1, nand4_1, o22ai_1, clkdlybuf4s50_1.

Flow run
In this run the tools logged warnings totalling 32. The total of max-cap violations is 0.

Power
The proportion of power drawn by combinational gates is 100.0%. Overall power consumption after layout is estimated at 48.1 uW. Per the summary, power density relative to cell area is 130 mW/mm2.

In this run switching power makes up 29.0% of total power. Registers are responsible for 0% of the overall power. The relative contribution of the clock network to total power is 0%. The leakage power total is 0.103 nW. The internal power of the cells totals 34.1 uW. The worst VDD IR drop from the latest analysis is 0.0137 mV. The power dissipated by switching net loads is 13.9 uW.

Hold path
Note that the worst hold path type here is input pin to output port.
power by group through the flow:
stage	combinational, mW	sequential (mW)	clock (mW)
CTS	0.0490	0	0
global route	0.0520	0	0
finish	0.0481	0	0
cells by family after synthesis:
kind of cell	Yosys count	share of synthesized area, %
xor+xnor	10	67.3
simple gates	4	15.4
compound gates	2	11.5
buf+inv	1	5.77
metal layers:
metal	up-vias	global-route usage (%)	share of wire, %
met5	-	0	0
met4	0	0	0
met3	0	1.93	26
met2	13	2.89	37
met1	67	2.04	37
li1	95	-	-
stage by stage:
step           setup slack, ns  util (%)
4_1_cts                  0.146      10.8
2_1_floorplan             1.05         -
5_1_grt                 0.0540      10.8
6_report                 0.157      10.8
3_5_place_dp             0.146      10.8
3_3_place_gp             0.180      10.8
critical path, delay by kind of cell:
family | cells | cell delay (ns)
buffers and inverters | 2 | 1.00
AND-OR/OR-AND | 1 | 0.18
XOR/XNOR | 1 | 0.14
AND/OR/NAND/NOR | 1 | 0.14
how the worst min path moves through the flow:
| stage | cells after the start | startpoint | to |
|---|---|---|---|
| after CTS | 4 | idex_memRead | ctrl_hazard |
| after global routing | 4 | idex_memRead | ctrl_hazard |
| final | 4 | idex_memRead | ctrl_hazard |
placed cells by master, fill, tap and decap left out, drive strengths merged:
| cell | count |
|---|---|
| clkdlybuf4s50 | 19 |
| nand2 | 2 |
| nand4 | 2 |
| o22a | 1 |
| o22ai | 1 |
| xnor2 | 10 |
layout make-up:
type / instances / area [um2]
tap: 46 / 57.6
fill: 398 / 3050
multi-input combinational: 16 / 123
timing repair buffer: 19 / 190
No activity file was given, so power comes from the tool's default toggle rates.
