**design/flow/design.v**
```verilog
module mem_wb_reg (
    input wire clk,
    input wire rst,
    input wire mem_to_reg,
    input wire reg_write,
    input wire [63:0] read_data,
    input wire [63:0] alu_result_d3,
    input wire [4:0] rd_d3,
    output reg mem_to_reg_d4,
    output reg reg_write_d4,
    output reg [63:0] read_data_d4,
    output reg [63:0] alu_result_d4,
    output reg [4:0] rd_d4
);
    always @(posedge clk or posedge rst) begin
        if (rst) begin
            mem_to_reg_d4 <= 1'b0;
            reg_write_d4 <= 1'b0;
            read_data_d4 <= 64'b0;
            alu_result_d4 <= 64'b0;
            rd_d4 <= 5'b0;
        end else begin
            mem_to_reg_d4 <= mem_to_reg;
            reg_write_d4 <= reg_write;
            read_data_d4 <= read_data;
            alu_result_d4 <= alu_result_d3;
            rd_d4 <= rd_d3;
        end
    end
endmodule
```
**design/flow/constraint.sdc**
```tcl
current_design mem_wb_reg

set clk_period 1.0
set clk_io_pct 0.2

create_clock -name clk0 -period $clk_period [get_ports {clk}]

set non_clock_inputs [all_inputs -no_clocks]
set_input_delay [expr $clk_period * $clk_io_pct] -clock clk0 $non_clock_inputs
set_output_delay [expr $clk_period * $clk_io_pct] -clock clk0 [all_outputs]
```
**design/flow/run.sh**
```bash
#!/bin/bash
# OpenROAD 26Q1-2900-gdf79404cd8, Yosys 0.63+post, stock flow scripts
make -C /OpenROAD-flow-scripts/flow DESIGN_CONFIG=/design/flow/config.mk WORK_HOME=/design/flow/orfs finish
```
**design/flow/config.mk**
```make
export PLATFORM = sky130hd
export DESIGN_NAME = mem_wb_reg
export DESIGN_NICKNAME = mem_wb_reg
export VERILOG_FILES = /design/flow/design.v
export SDC_FILE = /design/flow/constraint.sdc
export NUM_CORES = 4
export LEC_CHECK = 1
export CORE_AREA = 10 10 163 163
export DIE_AREA = 0 0 173 173
```
==> out/results.tsv <==
stage	metric	value	unit
critical_path	worst-path fanout max	1	
placement	Detailed Place HPWL	9380	um
final_timing	cycle use final	110	%
finish	Final Instance Area	6590	um^2
clock_network	clk slew on worst S/H paths	60	ps
grt	largest net degree at the start of global routing	68	
clock_network	CTS H-tree depth	4	
routing	Avg Vias per Cell	3.05	
run_status	status	complete, but fails checks	
grt	global route overflow	0	
final_timing	Slew @ Worst Pin	355	ps
placement	GPL Wtd Cong	0.795	
placement	Area after DPL	6640	um^2
finish	multi-input gates	0	
clock_network	root buffer cell	clkbuf_16	
clock_network	Max clock buf depth	2	
final_timing	smallest hold slack	205	ps
grt	total track usage	7.81	%
floorplanning	FP Rows	55	
yosys	Syn. warnings	1	
grt	number of global-route vias before repair	2733	
worst_hold_path	min-delay worst type	primary input to asynchronous set/reset pin	
finish	fin cells	759	
yosys	Synth cell types	2	
finish	Combinational Area	0	um^2
clock_network	CTS tree	done	
critical_path	CP Launch Type	flop	
yosys	Synth Seq Share	99.9	%
critical_path	Crit-path slowest cell	dfrtp_1	
final_timing	Final min period	1100	ps
floorplanning	fp util	14.8	%
power_and_ir_drop	Design Power	13100	uW
critical_path	CP Data Arrival Time	900	ps
final_timing	Final Hold Viols	0	
yosys	Yosys chip area	3380	um^2
final_timing	fin worst setup slack	-102	ps
routing	DRT Pass-1 Iters	3	
routing	DRC Markers	0	
finish	layout cell share with drive strength beyond 1	38.9	%
yosys	ys flops	135	
floorplanning	core area	22800	um^2
yosys	Mean Syn Cell Area	24.9	um^2
critical_path	Crit path required time	800	ps
final_timing	Slew Limit Headroom	76.3	%
placement	port bufs	271	
critical_path	CP delay by family, top	flip-flops	
run_status	violated checks	negative setup slack	
clock_network	clock sink count	135	
yosys	Gate Count Post-Synth	136	
final_timing	fmax	908	MHz
critical_path	worst-path cell chain	buf_6	
critical_path	critical path type	flop to primary output	
yosys	# Cells Yosys	136	
critical_path	Bufs and invs on worst path	1	
grt	initial antenna violation count	2	
routing	Iter 0 DRT Violations	83	
routing	Avg WL per Cell	15.3	um
routing	DRT Wirelength	11600	um
final_timing	Slew Limit Fails	0	
yosys	Mapped Area	3380	um^2
final_timing	unrepaired setup endpoints after global routing	yes	
floorplanning	Die Span X	173	um
critical_path	Worst Setup End Kind	primary output	
final_timing	endpoints failing setup	135	
critical_path	slowest stage delay, CP	380	ps
routing	Routed Antenna Nets	0	
floorplanning	DIE AREA	29900	um^2
clock_network	TritonCTS buffer count	17	
finish	Area growth syn-to-layout	94.8	%
run	Log Warnings	28	
grt	first-pass GRT wire length	17800	um
finish	filler cell count in the final layout	2337	
clock_network	setup bufs post-CTS	0	
run	max-cap violations	0	
finish	register area	3380	um^2
power_and_ir_drop	maximum vdd drop	0.879	mV
power_and_ir_drop	leakage power	0.00300	uW
power_and_ir_drop	PwrDens	1990	nW/um^2
floorplanning	number of top-level pins	272	
routing	total number of vias	2315	
placement	Inst Count DP	728	
floorplanning	Vert. Die Dim	173	um
critical_path	Worst Setup SP	read_data_d4[1]	
-- state kept, by name (all words and copies together), names as in the netlist --
| signal | cells |
|---|---|
| reg_write_d4 | 1 |
| rd_d4 | 5 |
| read_data_d4 | 64 |
| alu_result_d4 | 64 |
| mem_to_reg_d4 | 1 |
-- metrics by stage --
stage	TNS [ps]	setup slack (ps)	utilization [%]
5_1_grt	-16620	-172	28.8
6_report	-9130	-102	28.8
4_1_cts	-14060	-144	28.8
3_3_place_gp	-311	-79.1	29.1
2_1_floorplan	-118690	-879	-
3_5_place_dp	-838	-77.4	29.1
-- placed cells by master, fill, tap and decap left out --
cell             netlist  layout
buf_4                  0       1
bufinv_16              0       3
clkinvlp_4             0       3
clkbuf_1               0       1
clkbuf_8               0       2
dfrtp_1              135     135
buf_2                  0     132
clkbuf_16              0      17
clkinv_4               0       5
buf_6                  0       3
diode_2                0       1
buf_12                 0       7
clkdlybuf4s50_1        0     136
-- final timing paths --
kind | to | slack [ps] | cells past startpoint
max in group asynchronous | alu_result_d4[19] | 420 | 3
min in group clk0 | alu_result_d4[44] | 230 | 1
worst min-delay path | alu_result_d4[23] | 210 | 3
worst max-delay path | read_data_d4[1] | -100 | 1
-- power breakdown --
group	internal [uW]	switching (uW)	total (uW)
Combinational	699	260	959
Clock	4050	2300	6340
Sequential	5740	59.4	5800
-- cells by family after synthesis --
logic type             share of synthesized area [%]
buffers and inverters                          0.111
flip-flops                                      99.9
-- cell usage after synthesis --
library cell / number / area [um^2]
dfrtp_1: 135 / 3380
inv_1: 1 / 3.75
-- per-layer routing --
layer  global-route usage, %  wire [um]
met4                   0.934        125
met3                    6.42       2050
met1                    8.67       4250
met5                       0         13
met2                    11.7       5200
-- layout make-up --
| class | instances | share of cell area (%) |
|---|---|---|
| tap | 313 | 5.94 |
| inverter | 1 | 0.114 |
| sequential | 135 | 51.3 |
| antenna | 1 | 0.0380 |
| timing repair buffer | 279 | 33.4 |
| clock inverter | 10 | 2.26 |
| clock buffer | 20 | 6.93 |
-- repair_timing --
| item | CTS | global route |
|---|---|---|
| hold buffers | 0 | 0 |
| resized | 429 | 0 |
| setup endpoints to repair | 135 | 135 |
Power and IR drop assume default switching activity.
